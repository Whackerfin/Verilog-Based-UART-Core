`design/flow/design.v`:
```
module ram
#(parameter DEPTH=64,WIDTH=8)  
(
    input [5:0] addr,
    input wr_en,  
    output reg [7:0] data_out,
    input [7:0] data_in,
    input clock,reset,
    input clear
);
reg [7:0] memory[63:0];
reg clear_started;  
reg [5:0] cnt;
always @(posedge clock) begin
    if(reset) begin
        data_out <= 8'd0;
        cnt <= 6'd0;
        clear_started <= 1'd0;
    end else begin
        if (clear_started) begin
            memory[cnt] <= 8'd0;
            if (cnt == 63) begin
                clear_started <= 1'd0;
                cnt <= 6'd0;
            end
            else begin
                cnt <= cnt + 6'd1;
            end
        end else begin
            if (clear) begin
                clear_started <= 1'd1;
            end
            else if (wr_en) begin
                memory[addr] <= data_in;
            end
            else if (!wr_en) begin
                data_out <= memory[addr];
            end
        end
    end
end
endmodule
```
`design/flow/run.sh`:
```
#!/bin/bash
# OpenROAD 26Q1-2900-gdf79404cd8, Yosys 0.63+post, stock flow scripts
make -C /OpenROAD-flow-scripts/flow DESIGN_CONFIG=/design/flow/config.mk WORK_HOME=/design/flow/orfs finish
```
`design/flow/config.mk`:
```
export PLATFORM = sky130hd
export DESIGN_NAME = ram
export DESIGN_NICKNAME = ram
export VERILOG_FILES = /design/flow/design.v
export SDC_FILE = /design/flow/constraint.sdc
export NUM_CORES = 4
export LEC_CHECK = 1
export CORE_UTILIZATION = 40
```
`design/flow/constraint.sdc`:
```
current_design ram

set clk_period 9.2
set clk_io_pct 0.2

create_clock -name clk0 -period $clk_period [get_ports {clock}]

set non_clock_inputs [all_inputs -no_clocks]
set_input_delay [expr $clk_period * $clk_io_pct] -clock clk0 $non_clock_inputs
set_output_delay [expr $clk_period * $clk_io_pct] -clock clk0 [all_outputs]
```
==> out/metrics.yaml <==
cts:
  clockBufferDepth: 3
  cts_resized: 0
  cts.clk_slew.worst_paths_ns: 0.06
  cts_tree: "yes"
  clockRootBuffer: "clkbuf_16"
  clk_latency_ns: 0.61
  post_cts_buffers: 0
  clock_sinks: 527
  cts_hold_buf: 0
  cts_buffers: 52
  htreeDepth: 2
timing:
  setup_viol: 0
  hold_slack_ns: 0.612
  relSlewSlack_pct: 41.6
  finalHoldViolations: 0
  fin_crit_sh_pct: 52.2
  skew_ns: 0.0221
  fin_setup_tns_ns: 0
  tightest_slew_ns: 0.874
  period_needed_ns: 4.80
  rsz0062_at_grt: "false"
  max_freq_ghz: 0.208
  slew_viol_final: 0
finish:
  lay_top_count: "edfxtp_1"
  fillers: 4169
  drive_gt1_share_pct: 18.3
  final_layout_top_logic_cells: "512 x edfxtp_1, 97 x mux4_2, 78 x nor2_1, 78 x mux2i_1, 53 x clkbuf_16"
  layout.area.seq_sq_um: 15700
  combGateArea_sq_um: 4680
  postLayoutCoreUtil_pct: 46.0
  area_growth_pct: 12.6
  fin_area_sq_um: 23200
die:
  die_w_microns: 229
  io_pins: 26
  fp_util_pct: 40.8
  fp.dieH_microns: 229
  rows: 82
  core_area_sq_um: 50600
  die-area_sq_um: 52500
worst_setup_path:
  crit_family: "simple AND/OR/NAND/NOR gates"
  start_kind: "input pin"
  cp_slowest_cell: "nor2_1"
  critPathKind: "input pin to flip-flop"
  cp_cell_sequence: "clkdlybuf4s50_1 -> or4b_1 -> o32ai_1 -> nand2_1 -> nor2_1"
  crit_arrival_ns: 5.02
  critPathMaxFanout: 12
  cp.buffers_inverters: 1
  reg2reg_depth: 4
  critPathRequiredTime_ns: 9.42
  r2r-end: "memory[34][4]"
  end_kind: "flip-flop"
  timing.rr.start: "clear_started"
  critPathMaxStageDelay_ns: 0.82
  r2r_slack_ns: 5.83
min_path:
  hold_path_class: "flip-flop to flip-flop"
  holdPathEnd: "cnt[5]"
  min_path_cells: 2
  hp-start: "cnt[5]"
route:
  diodes: 0
  vias: 10200
  dr.pass1.iters: 6
  vias_per_cell: 5.64
  drc_errors: 0
  ant_nets: 0
  drtIter0Drc: 641
  wl_mm: 47.3
  wl_per_cell_microns: 26.1
power:
  power_leakage_uw: 0.00727
  total_power_uw: 4860
  p_per_area_nw_per_um2: 209
  ir_drop_mv: 0.130
grt:
  grt_pass1_wl_mm: 70.8
  grt_max_degree: 65
  grt_use_total_pct: 20.2
  grt-ovfl-total: 0
  antenna_found_initial: 1
  grt_pass1_vias: 11200
placed_design:
  hpwl_mm: 28.3
  io_buffers: 25
  place_area_sq_um: 21600
  gp_congestion: 0.899
logic_synthesis:
  synth_cells: 1054
  syn_area_per_cell_sq_um: 19.6
  synth_flops: 527
  synth_area_leader_cell: "edfxtp_1"
  ys_cells: 1054
  yosysChipArea_sq_um: 20600
  topCellsByArea: "edfxtp_1 74%, mux4_2 11%, mux2i_1 3.8%, dfxtp_1 1.5%, a22oi_1 1.4%"
  ff_type: "edfxtp_1"
  ys_warn_count: 1
  syn_area_sq_um: 20600
  ys_seq_share_pct: 75.9
  edf_count: 512
  yosys.cell_types.count: 49
  async_reset_ff_share_pct: 0
  top_cell_area_share_pct: 74.5
flow_run:
  cap_violations: 0
  warnings: 25
run_status:
  status: "finished clean"
## cell families (layout without fill, tap and decap cells)
| group | count (synthesis) | after routing | share of synthesized area (%) |
|---|---|---|---|
| xor gates and xnor gates | 3 | 3 | 0.127 |
| adders and majority gates | 1 | 1 | 0.0606 |
| DFF | 527 | 527 | 75.9 |
| muxes | 176 | 176 | 14.4 |
| AOI/OAI and AO/OA | 104 | 104 | 3.79 |
| buffers and inverters | 57 | 143 | 1.45 |
| and+or+nand+nor | 186 | 186 | 4.25 |
## final cells by class
cell class	count	area share [%]
Sequential cell	527	67.4
Timing Repair Buffer	46	1.77
Inverter	3	0.0484
Tap cell	672	3.62
Clock inverter	34	1.18
Clock buffer	60	5.82
Multi-Input combinational cell	470	20.1
## worst max path at each step
stage	endpoint	startpoint	slack [ns]	depth (start not counted)
finish	memory[34][4]	reset	4.40	5
global route	memory[34][0]	reset	4.20	5
CTS	memory[34][0]	reset	4.46	5
## Yosys cell counts (8+ instances only)
master,n
a211oi_1,8
a21oi_1,10
a22oi_1,39
and2_1,18
buf_2,14
clkbuf_1,25
dfxtp_1,15
edfxtp_1,512
mux2i_1,78
mux4_2,97
nand2_1,42
nand3_1,21
nor2_1,78
o211ai_1,9
## metal layers
metal / track usage (%) / wire [microns] / vias to the layer above
li1: - / - / 4428
met1: 27.2 / 17300 / 5154
met2: 28.5 / 21600 / 541
met3: 13.5 / 7000 / 89
met4: 4.75 / 1270 / 6
met5: 1.75 / 137 / -
## stage by stage
stage	worst slack [ns]	cells
after floorplan	5.23	1054
after global placement	3.98	1718
after detailed placement	3.84	1718
after CTS	4.46	1812
after global routing	4.20	1812
final	4.40	1812
## registers in the layout, indices dropped and copies added, names as in the netlist
name           flops
cnt                6
data_out           8
clear_started      1
memory           512
## worst reg2reg max path, delay by kind of cell, from the launching register on
kind / cells / cell delay, ns
and+or+nand+nor: 3 / 2.21
DFF: 1 / 0.45
AOI/OAI and AO/OA: 1 / 0.34
## power breakdown
| group | switching (uW) | internal (uW) |
|---|---|---|
| logic | 117 | 78.0 |
| registers | 5.59 | 2620 |
| clock network | 879 | 1160 |
| total | 1000 | 3860 |
No activity file was given, so power comes from the tool's default toggle rates.
